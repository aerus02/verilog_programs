==> /design/flow/design.v <==
module unsigned_seq_mult_rs(output reg [11:0] product,input clk, input rst, input load, input [5:0] a, input [5:0] b);
    integer counter; 
    reg [5:0] in1,in2; 
    reg [6:0] temp; 
    always@(posedge clk)
    begin
        if(rst) 
        begin
            in1 = 6'b0;
            in2 = 6'b0;
            counter = 7; 
            product = 12'b0;
            temp = 7'b0;
        end
        else
        begin
            if(load)  
            begin
                in1 = a;
                in2 = b;
                counter = 0; 
            end
            else  
            begin
                if(counter < 6)
                begin
                    if(in2[counter]) temp = temp + in1; 
                    product[counter] = temp[0]; 
                    temp = temp >> 1; 
                    counter = counter+1;
                end
                else if(counter == 6)
                begin
                    product[11:6] = temp[5:0]; 
                    counter = counter+1;
                end
            end
        end
    end
endmodule
==> /design/flow/run.sh <==
#!/bin/bash
# OpenROAD 26Q1-2900-gdf79404cd8, Yosys 0.63+post, stock flow scripts
make -C /OpenROAD-flow-scripts/flow DESIGN_CONFIG=/design/flow/config.mk WORK_HOME=/design/flow/orfs finish
==> /design/flow/config.mk <==
export PLATFORM = sky130hd
export DESIGN_NAME = unsigned_seq_mult_rs
export DESIGN_NICKNAME = unsigned_seq_mult_rs
export VERILOG_FILES = /design/flow/design.v
export SDC_FILE = /design/flow/constraint.sdc
export NUM_CORES = 4
export LEC_CHECK = 1
export CORE_UTILIZATION = 50
==> /design/flow/constraint.sdc <==
current_design unsigned_seq_mult_rs

set clk_period 5.6
set clk_io_pct 0.2

create_clock -name clk0 -period $clk_period [get_ports {clk}]

set non_clock_inputs [all_inputs -no_clocks]
set_input_delay [expr $clk_period * $clk_io_pct] -clock clk0 $non_clock_inputs
set_output_delay [expr $clk_period * $clk_io_pct] -clock clk0 [all_outputs]
==> results.yml <==
# synthesis and place-and-route metrics
outcome:
  outcome: "completed"
routing:
  dr.first_iter.drc_count: 225
  route.detailed.drc: 0
  postRouteAntennaNets: 0
  drt-pass1-iter-count: 5
  drt_wl_total_um: 9609
  vias: 3721
  via_per_inst: 5.769
  detail_route.wl_per_cell_um: 14.90
  num_antenna_cells: 0
sta:
  skew_ns: 0.01063
  period_used_pct: 73.79
  hold_viol: 0
  max-slew-margin-rel_pct: 46.27
  fmax_mhz: 242.0
  tightest_slew_ns: 0.7992
  min_period_ns: 4.132
  worst_slack_ns: 1.468
  rsz0062_at_grt: "no"
  setup_tns_ns: 0
  finalSetupViolCount: 0
  report.final.slew_viol_count: 0
synthesis:
  area_leaders: "dfxtp_1 (30%), nor2_1 (7.7%), mux2i_1 (6.3%)"
  largest_area_cell: "dfxtp_1"
  synthCells: 535
  syn_area_per_cell_sq_um: 7.722
  yosysChipArea_sq_um: 4131
  common_cells: "nor2_1 (85), dfxtp_1 (62), nand2_1 (40), clkbuf_1 (35)"
  synth-main-ff-cell: "dfxtp_1"
  yosysWarnings: 1
  synth-async-reset-ratio_pct: 0
  ys_seq_share_pct: 30.04
  synth.ff_latch_count: 62
  edf_count: 0
  yosys_cells: 535
  yosysTopAreaCellShare_pct: 30.04
  top_cell: "nor2_1"
  syn_area_sq_um: 4131
  synth.distinct_cells: 63
clock_network:
  hold_buffers: 0
  cts_resized: 0
  clk_latency_ns: 0.34
  post_cts_buffers: 0
  cts_buffers: 9
  htree_levels: 3
  cts_tree: "done"
  clkSlewWorstSetupHoldPaths_ns: 0.07
  cts_root_buf: "clkbuf_8"
  clockBufferDepth: 2
  clkSinkCount: 62
floorplanning:
  die_area_sq_um: 8630
  fp.dieW_um: 92.90
  fp-row-count: 32
  fp_util_pct: 52.65
  fp.dieH_um: 92.90
  core_region_area_sq_um: 7848
  ioPinCount: 27
grt:
  antenna_found_initial: 0
  grt_pass1_vias: 3505
  grt-ovfl-total: 0
  grt_max_degree: 37
  grt_pass1_wl_um: 16900
  track_usage_pct: 24.72
worst_setup_path:
  r2r_slack_ns: 1.47
  rr_worst_depth: 11
  required_ns: 5.83
  startpoint_type: "flip-flop"
  rr_endpoint: "product[6]"
  crit_fanout: 11
  critPathKind: "reg -> reg"
  cp-end-kind: "flip-flop"
  r2r-start: "counter[0]"
  crit_arrival_ns: 4.36
run:
  tool_warnings: 28
  cap_viol_max_count: 0
worst_hold_path:
  hp-start: "product[1]"
  holdPathEnd: "product[1]"
  hold_class: "reg -> reg"
  whs_path_depth: 2
layout:
  drive_above_1_share_pct: 8.103
  finalCoreUtilization_pct: 58.35
  final_area_sq_um: 4579
  syn_to_final_growth_pct: 10.84
placement:
  hpwl_um: 6904
  routabilityCongestion: 0.9095
  placed_area_sq_um: 4405
  place_ws_ns: 1.513
  io_buffers: 26
power:
  powerDensity_nw_per_um2: 232.9
  p_leak_nw: 1.693
  ir_worst_vdd_mv: 0.1326
==> registers in the layout, indices dropped and copies added (netlist names) <==
register	count
counter	32
in1	6
in2	6
product	12
temp	6
==> final cells by class <==
cell class	instances	area, sq um
flip-flops and latches	62	1241
clock buffers	11	151.4
inverters	14	52.55
repair buffers	32	305.3
fillers	735	3268
clock inverters	4	22.52
well taps	102	127.6
multi-input cells	420	2679
==> layer usage <==
metal  track usage (%)  vias to the layer above  part of all wire (%)
met5                 0                        -                     0
met1             40.71                     1722                    52
li1                  -                     1901                     -
met2             35.72                       90                    43
met3             3.342                        8                   4.6
met4             3.718                        0                   1.0
==> critical path: stages, from the launching register on <==
cell     delay (ns)
dfxtp_1        0.44
inv_1          0.20
ha_1           0.29
nor4b_1        0.61
nand3_1        0.38
o31a_1         0.35
or3_1          0.34
mux2_2         0.29
a221o_1        0.33
nor2_1         0.33
nand2_1        0.09
o311a_1        0.36
==> how the worst max path moves through the flow <==
stage                    endpoint        start  depth (start not counted)
after CTS             counter[26]  counter[12]                          9
final                  product[6]   counter[0]                         11
after global routing  counter[26]  counter[12]                          9
==> placed cells by master (no fill, tap or decap), types with 3 or more instances in the layout <==
cell,count
nor2b_1,5
inv_1,14
a41oi_1,3
a21oi_1,19
o21ai_0,12
nand2b_1,4
mux2i_1,26
nand2_1,40
a311oi_1,3
nor2_1,85
or4_4,4
xor2_1,20
ha_1,9
or3_1,7
a31oi_1,5
and4_1,3
and2_1,4
nand3_1,24
o31a_1,3
dfxtp_1,62
a211oi_1,4
nor4_1,11
or2_2,12
o31ai_1,3
clkinv_2,3
clkdlybuf4s50_1,26
buf_4,6
and3_1,12
or4_1,10
nand4_1,6
o21bai_1,5
xnor2_1,26
nor3_1,18
clkbuf_8,11
o22ai_1,3
==> logic make-up (layout without fill, tap and decap cells) <==
family          count (synthesis)  count (layout)  synth area share [%]
mux                            28              28                 7.117
fa+ha+maj                      10              10                 3.210
flops                          62              62                 30.04
xor+xnor                       46              46                 9.752
simple gates                  257             257                 31.86
compound gates                 79              79                 12.90
buf+inv                        53              61                 5.118
==> metrics by stage <==
stage                     total power [mW]  hold slack [ns]  instances
after floorplan                     0.6581           0.4279        535
after global placement              0.7165           0.4622        630
after detailed placement            0.7182           0.4672        630
after CTS                            1.077           0.4783        645
after global routing                 1.131           0.5043        645
final                                1.067           0.4841        645
==> report_power, final <==
| group | total [mW] | leakage [nW] | switching (mW) | internal [mW] |
|---|---|---|---|---|
| registers | 0.476 | 0.504 | 0.0202 | 0.456 |
| logic | 0.234 | 1.10 | 0.133 | 0.101 |
| clock network | 0.356 | 0.0910 | 0.176 | 0.180 |
| total | 1.07 | 1.69 | 0.330 | 0.737 |
Power and IR drop assume default switching activity.
