**config.mk**
```make
export PLATFORM = sky130hd
export DESIGN_NAME = unsigned_seq_mult_ls
export DESIGN_NICKNAME = unsigned_seq_mult_ls
export VERILOG_FILES = /design/flow/design.v
export SDC_FILE = /design/flow/constraint.sdc
export NUM_CORES = 4
export LEC_CHECK = 1
export CORE_UTILIZATION = 40
```
**constraint.sdc**
```tcl
current_design unsigned_seq_mult_ls

set clk_period 7.2
set clk_io_pct 0.2

create_clock -name clk0 -period $clk_period [get_ports {clk}]

set non_clock_inputs [all_inputs -no_clocks]
set_input_delay [expr $clk_period * $clk_io_pct] -clock clk0 $non_clock_inputs
set_output_delay [expr $clk_period * $clk_io_pct] -clock clk0 [all_outputs]
```
**design.v**
```verilog
module unsigned_seq_mult_ls(output reg [11:0] product,input clk, input rst, input load, input [5:0] a, input [5:0] b);
    integer counter; 
    reg [5:0] in1,in2; 
    reg [11:0] out; 
    always@(posedge clk)
    begin
        if(rst) 
        begin
            in1 = 6'b0;
            in2 = 6'b0;
            counter = 0;
            out = 12'b0;
            product = 12'b0;
        end
        else
        begin
            if(load)  
            begin
                in1 = a;
                in2 = b;
                counter = 0;
                out = a;
                product = 12'b0;
            end
            else  
            begin
                if(counter < 6) 
                begin
                    if(counter > 0) out = out << 1;
                    if(in2[counter])
                    begin         
                        product = product + out;             
                    end
                    counter = counter+1;
                end
            end
        end
    end
endmodule
```
**run.sh**
```bash
#!/bin/bash
# OpenROAD 26Q1-2900-gdf79404cd8, Yosys 0.63+post, stock flow scripts
make -C /OpenROAD-flow-scripts/flow DESIGN_CONFIG=/design/flow/config.mk WORK_HOME=/design/flow/orfs finish
```
==> qor.yml <==
worst_setup_path:
  rr_worst_depth: 12
  r2r-end: "product[11]"
  timing.rr.start: "counter[5]"
  crit_start: "counter[5]"
  worstPathCellList: "nor4_1 -> nand4_1 -> o31ai_2 -> buf_4 -> mux2_2 -> ha_1 -> a2111oi_0 -> o21ai_0 -> a211o_1 -> a211o_1 -> mux2i_1 -> mux2i_1"
  slowest_delay_ns: 0.36
  crit_path_start_kind: "flip-flop"
  cp_slowest_cell: "mux2_2"
  worstSetupEndpoint: "product[11]"
  ff2ff_setup_slack_ns: 3.42
  worstSetupPathType: "flip-flop to flip-flop"
  crit_arrival_ns: 4.04
  cp.required_ns: 7.46
  cp.buffers_inverters: 1
  end_kind: "flip-flop"
  cp_num_cells: 12
  cp_max_fo: 12
  cp_top_family: "AND-OR/OR-AND gates"
grt:
  overflow: 0
  grt_max_degree: 48
  globalRouteTotalUtil_pct: 18.0
  grt_pass1_vias: 2639
  grt_pass1_wl_mm: 12.4
  antenna_found_initial: 0
power:
  p_int_uw: 539
  p_clk_share_pct: 42.3
  seq_power_share_pct: 49.0
  power_density_nw_per_um2: 182
  p_total_uw: 722
  p_leak_uw: 0.00151
  share_comb_of_total_power_pct: 8.7
  netSwitchingFraction_pct: 25.4
  p_switching_uw: 183
  vdd_drop_max_mv: 0.119
clock_network:
  cts_setup_buffers: 0
  cts_resized: 0
  clk_pin_slew_ns: 0.07
  cts_tree: "yes"
  cts_buffers: 9
  cts_root_buf: "clkbuf_8"
  cts_sinks: 62
  clk_latency_ns: 0.34
  cts_hold_buf: 0
  cts.path.max_buffers: 2
  htreeDepth: 3
timing:
  clock_skew_ns: 0.0125
  final_hold_viol_count: 0
  fmax_mhz: 265
  slew_headroom_pct: 49.0
  final-max-slew-violation-count: 0
  tns_ns: 0
  fin_crit_sh_pct: 52.4
  fin_crit_ns: 3.78
  worstMarginPinSlew_ns: 0.765
  rsz0062_at_grt: "no"
  finalSetupViolCount: 0
die:
  dieArea_um2: 8940
  die_x_um: 94.5
  floorplan.core_util_pct: 41.5
  core_um2: 8260
  ios: 27
  rows: 33
  die_y_um: 94.5
drt:
  n_antenna_cell: 0
  avgRoutedWirePerCell_um: 13.5
  num_vias: 2794
  totalWireLength_mm: 7.14
  ant_nets: 0
  avgViaCountPerCell: 5.28
  drt_iter0_markers: 115
  dr.pass1.iters: 4
  route.detailed.drc: 0
run:
  warnings: 26
  cap_violations: 0
logic_synthesis:
  synth_cell_type_count: 54
  most_common_cell: "dfxtp_1"
  top_area_share_pct: 36.2
  yosys_warnings: 1
  ys.flops: 62
  avgSynthCellArea_um2: 8.65
  async_flop_share_pct: 0
  syn_inst: 396
  yosys_cells: 396
  syn-cell-area_um2: 3430
  ff_type: "dfxtp_1"
  synth.top_cells.by_count: "dfxtp_1, nor2_1, nand2_1, mux2i_1, xor2_1"
  edf_count: 0
  topCellsByArea: "dfxtp_1, mux2i_1, nor2_1, xor2_1, ha_1"
  post-synth-top-area-cell: "dfxtp_1"
  synth_seq_share_pct: 36.2
  yosysChipArea_um2: 3430
layout:
  final_core_utilization_pct: 48.1
  drive_above_1_share_pct: 9.20
  fin_area_um2: 3970
  areaGrowthSynthToFinish_pct: 15.9
place:
  gp_congestion: 0.885
  port_buffers: 26
  dp.final_hpwl_mm: 4.96
  placed_area_um2: 3770
status:
  status: "completed"
worst_hold_path:
  hp-class: "flip-flop to flip-flop"
-- registers in the layout, indices dropped and copies added (netlist names) --
register and count:
counter 32, in2 6, out 12, product 12
-- cell usage in the layout, fill, tap and decap left out, types with 9 or more instances in the layout --
| master | synthesis | routed |
|---|---|---|
| nor2_1 | 54 | 54 |
| nand2_1 | 27 | 27 |
| clkbuf_8 | 0 | 9 |
| mux2i_1 | 24 | 24 |
| xnor2_1 | 9 | 9 |
| nor3_1 | 9 | 9 |
| nand3_1 | 16 | 16 |
| and3_1 | 9 | 9 |
| a21oi_1 | 17 | 17 |
| o21ai_0 | 9 | 9 |
| ha_1 | 13 | 13 |
| inv_1 | 15 | 15 |
| mux2_2 | 10 | 10 |
| xor2_1 | 22 | 22 |
| nand4_1 | 15 | 15 |
| dfxtp_1 | 62 | 62 |
| clkdlybuf4s50_1 | 0 | 26 |
-- stage by stage --
step | std cells | setup slack (ns) | hold slack [ns]
2_1_floorplan | 396 | 3.50 | 0.430
3_3_place_gp | 513 | 3.53 | 0.462
3_5_place_dp | 513 | 3.39 | 0.472
4_1_cts | 529 | 3.38 | 0.480
5_1_grt | 529 | 3.01 | 0.500
6_report | 529 | 3.42 | 0.474
-- per-layer routing --
| layer | track usage [%] | up-vias | wire [um] | share of wire, % |
|---|---|---|---|---|
| li1 | - | 1460 | - | - |
| met1 | 26.1 | 1293 | 3530 | 49 |
| met2 | 29.8 | 36 | 3290 | 46 |
| met3 | 3.51 | 5 | 247 | 3.5 |
| met4 | 1.64 | 0 | 71 | 1.0 |
| met5 | 0 | - | 0 | 0 |
-- tightest hold or removal path: stages, from the launching register on --
cell     delay (ns)
dfxtp_1        0.33
nand2_1        0.06
a21oi_1        0.05
-- power by group through the flow --
stage | registers (uW) | clock network [uW] | logic [uW]
CTS | 354 | 315 | 63.7
global route | 355 | 331 | 70.5
finish | 354 | 306 | 62.9
-- final cells by class --
class / instances / area [um^2]
fillers: 786 / 4290
multi-input cells: 302 / 2060
flip-flops and latches: 62 / 1240
repair buffers: 29 / 283
well taps: 105 / 131
clock buffers: 9 / 124
clock inverters: 7 / 75.1
inverters: 15 / 56.3
-- logic make-up (layout without fill, tap and decap cells) --
group | after synthesis | count (layout) | share of synthesized area [%]
and+or+nand+nor | 166 | 166 | 24.7
DFF | 62 | 62 | 36.2
AOI/OAI and AO/OA | 56 | 56 | 11.0
muxes | 35 | 35 | 11.0
buffers and inverters | 32 | 60 | 3.83
xor gates and xnor gates | 31 | 31 | 7.93
adders and majority gates | 14 | 14 | 5.33
-- how the worst min path moves through the flow --
stage	from	to	slack, ns	depth (start not counted)
5_1_grt	product[5]	product[5]	0.50	2
4_1_cts	product[7]	product[7]	0.48	2
6_report	product[7]	product[7]	0.47	2
No activity file was given, so power comes from the tool's default toggle rates.
