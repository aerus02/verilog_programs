<file path="config.mk">
export PLATFORM = sky130hd
export DESIGN_NAME = carry_save_adder_9
export DESIGN_NICKNAME = carry_save_adder_9
export VERILOG_FILES = /design/flow/design.v
export SDC_FILE = /design/flow/constraint.sdc
export NUM_CORES = 4
export LEC_CHECK = 1
export CORE_UTILIZATION = 30
</file>
<file path="constraint.sdc">
current_design carry_save_adder_9

set clk_period 8.8
set clk_io_pct 0.2

create_clock -name clk0 -period $clk_period

set non_clock_inputs [all_inputs -no_clocks]
set_input_delay [expr $clk_period * $clk_io_pct] -clock clk0 $non_clock_inputs
set_output_delay [expr $clk_period * $clk_io_pct] -clock clk0 [all_outputs]
</file>
<file path="design.v">
`timescale 1ns / 1ps
module half_adder(output sum,output carry,input in1,input in2  
	);
	assign sum = in1 ^ in2;
	assign carry = in1 & in2;
endmodule
module full_adder(output sum,output carry,input in1,input in2,input cin  
	);
	wire c1,s1,c2;
	half_adder ha1(.sum(s1),.carry(c1),.in1(in1),.in2(in2));
	half_adder ha2(.sum(sum),.carry(c2),.in1(cin),.in2(s1));
	assign carry = c1|c2;
endmodule
module cla_adder(output [3:0] sum,output cout,input [3:0] in1,input [3:0] in2,input cin
   );  
	wire [3:0] P,G;
	wire [4:0] C;   
	assign P = in1 ^ in2;
	assign G = in1 & in2;
	cla_block block(.C(C),.P(P),.G(G),.cin(cin));
	assign sum = P ^ C[3:0];
	assign cout = C[4];
endmodule
module cla_block(output [4:0] C,input [3:0] P,G,input cin
    );  
	assign C[0] = cin;
	assign C[1] = G[0] | (P[0] & cin);
	assign C[2] = G[1] | (P[1] & G[0]) | (P[1] & P[0] & cin);
	assign C[3] = G[2] | (P[2] & G[1]) | (P[2] & P[1] & G[0]) | (P[2] & P[1] & P[0] & cin);
	assign C[4] = G[3] | (P[3] & G[2]) | (P[3] & P[2] & G[1]) | (P[3] & P[2] & P[1] & G[0]) | (P[3] & P[2] & P[1] & P[0] & cin);
endmodule
module csa_block(output [15:0] sum,output  [15:0] cout,input[15:0] a1,input [15:0] a2,input [15:0] a3
	);  
	full_adder fa0(.sum(sum[0]),.carry(cout[0]),.in1(a1[0]),.in2(a2[0]),.cin(a3[0]));
	full_adder fa1(.sum(sum[1]),.carry(cout[1]),.in1(a1[1]),.in2(a2[1]),.cin(a3[1]));
	full_adder fa2(.sum(sum[2]),.carry(cout[2]),.in1(a1[2]),.in2(a2[2]),.cin(a3[2]));
	full_adder fa3(.sum(sum[3]),.carry(cout[3]),.in1(a1[3]),.in2(a2[3]),.cin(a3[3]));	
	full_adder fa4(.sum(sum[4]),.carry(cout[4]),.in1(a1[4]),.in2(a2[4]),.cin(a3[4]));
	full_adder fa5(.sum(sum[5]),.carry(cout[5]),.in1(a1[5]),.in2(a2[5]),.cin(a3[5]));
	full_adder fa6(.sum(sum[6]),.carry(cout[6]),.in1(a1[6]),.in2(a2[6]),.cin(a3[6]));
	full_adder fa7(.sum(sum[7]),.carry(cout[7]),.in1(a1[7]),.in2(a2[7]),.cin(a3[7]));
	full_adder fa8(.sum(sum[8]),.carry(cout[8]),.in1(a1[8]),.in2(a2[8]),.cin(a3[8]));
	full_adder fa9(.sum(sum[9]),.carry(cout[9]),.in1(a1[9]),.in2(a2[9]),.cin(a3[9]));
	full_adder fa10(.sum(sum[10]),.carry(cout[10]),.in1(a1[10]),.in2(a2[10]),.cin(a3[10]));
	full_adder fa11(.sum(sum[11]),.carry(cout[11]),.in1(a1[11]),.in2(a2[11]),.cin(a3[11]));
	full_adder fa12(.sum(sum[12]),.carry(cout[12]),.in1(a1[12]),.in2(a2[12]),.cin(a3[12]));
	full_adder fa13(.sum(sum[13]),.carry(cout[13]),.in1(a1[13]),.in2(a2[13]),.cin(a3[13]));
	full_adder fa14(.sum(sum[14]),.carry(cout[14]),.in1(a1[14]),.in2(a2[14]),.cin(a3[14]));
	full_adder fa15(.sum(sum[15]),.carry(cout[15]),.in1(a1[15]),.in2(a2[15]),.cin(a3[15]));
endmodule
module carry_save_adder_9(output [19:0] sum,input [15:0] a0,input [15:0] a1,input [15:0] a2,input [15:0] a3,input [15:0] a4,input [15:0] a5,input [15:0] a6,input [15:0] a7,input [15:0] a8 
    );
	wire [15:0] inter_sums0,inter_sums1,inter_sums2,inter_sums3,inter_sums4,inter_sums5,inter_sums6;
	wire [15:0] car0,car1,car2,car3,car4,car5,car6;
	wire zero_always;
	assign zero_always = 0;
	csa_block c0(.sum(inter_sums0),.cout(car0),.a1(a0),.a2(a1),.a3(a2));
	csa_block c1(.sum(inter_sums1),.cout(car1),.a1(a3),.a2(a4),.a3(a5));
	csa_block c2(.sum(inter_sums2),.cout(car2),.a1(a6),.a2(a7),.a3(a8));
	csa_block c3(.sum(inter_sums3),.cout(car3),.a1(inter_sums0),.a2(inter_sums1),.a3(inter_sums2));
	csa_block c4(.sum(inter_sums4),.cout(car4),.a1(car0),.a2(car1),.a3(car2));
	csa_block c5(.sum(inter_sums5),.cout(car5),.a1({zero_always,inter_sums3[15:1]}),.a2(inter_sums4[15:0]),.a3(car3[15:0]));
	csa_block c6(.sum(inter_sums6),.cout(car6),.a1(car4),.a2({zero_always,inter_sums5[15:1]}),.a3(car5));
	wire [3:0] ripple_carries;
	cla_adder cla0(.sum(sum[6:3]),.cout(ripple_carries[0]),.in1(inter_sums6[4:1]),.in2(car6[3:0]),.cin(zero_always));
	cla_adder cla1(.sum(sum[10:7]),.cout(ripple_carries[1]),.in1(inter_sums6[8:5]),.in2(car6[7:4]),.cin(ripple_carries[0]));
	cla_adder cla2(.sum(sum[14:11]),.cout(ripple_carries[2]),.in1(inter_sums6[12:9]),.in2(car6[11:8]),.cin(ripple_carries[1]));
	cla_adder cla3(.sum(sum[18:15]),.cout(ripple_carries[3]),.in1({zero_always,inter_sums6[15:13]}),.in2(car6[15:12]),.cin(ripple_carries[2]));
	assign sum[0] = inter_sums3[0];
	assign sum[1] = inter_sums5[0];
	assign sum[2] = inter_sums6[0];
	assign sum[19] = ripple_carries[3];
endmodule
</file>
<file path="run.sh">
#!/bin/bash
# OpenROAD 26Q1-2900-gdf79404cd8, Yosys 0.63+post, stock flow scripts
make -C /OpenROAD-flow-scripts/flow DESIGN_CONFIG=/design/flow/config.mk WORK_HOME=/design/flow/orfs finish
</file>
==> Changelog: implementation <==
### Physical design

* Psw at 0.000874 W
* Power per standard cell area at 379 mW/mm^2
* Vias at 2676
* Nature of the critical path endpoint: output pin
* Area grow syn2layout at 50.4%
* Met2 GRT Util at 0.200
* Drt initial violations at 12
* Vias/cell at 4.08
* Cell Type Count at 31
* WP data required at 7040 ps
* Final min period at 8450 ps
* Core area at 0.0114 mm^2
* Status: finished clean
* Postcts setup bufs at 0
* WL/cell at 9.53 um
* Vias in the first global route at 2943
* Crit. Startpoint: a6[9]
* Slew at the pin closest to its max-slew limit at 318 ps
* Die area at 0.0122 mm^2
* Largest net degree at the start of global routing at 7
* Hold crit path type: in -> out
* Setup TNS at 0 ps
* OpenROAD warning count at 32
* Seq/Total Area, Yosys at 0
* Fmax at 118 MHz
* GR Util All Layers at 0.117
* CP Data Arrival Time at 6690 ps
* Clock power frac at 0
* Antenna Cells at 0
* First-pass GRT wire length at 11.7 mm
* Synth Warn # at 0
* Synthesized area per cell at 9.97 um^2
* Fin crit share at 0.960
* Total gr overflow at 0
* Yosys chip area at 0.00353 mm^2
* Met3 Track Usage GR at 0.0297
* Die Wd at 110 um
* Remaining routing DRC violations at 0
* DP HPWL at 6.33 mm
* Cell area after synthesis at 0.00353 mm^2
* Routed Antenna Nets at 0
* Critical-path maximum fanout at 6
* P_leak at 2.59 nW
* Height of the chip at 110 um
* I/O Pins at 164
* Final setup violation count at 0
* Final Power at 0.00201 W
* Cell Chain, Critical Path: clkdlybuf4s50_1 -> inv_1 -> fa_1 -> inv_1 -> fa_1 -> fa_1 -> inv_1 -> fa_1 -> inv_1 -> ha_1 -> a21o_2 -> a21oi_1 -> and3_2 -> o21ai_2 -> fa_1 -> xor2_1 -> clkdlybuf4s50_1
* Hold Startpoint: a8[0]
* Max cap viols at 0
* Layout cells sized above 1 at 0.00975
* Fin. Hold Viols at 0
* Hold Path Depth at 5
* Worst Setup Start Kind: input port
* Final Max Slew Viols at 0
* CP max stage cell: fa_1
* Fp_density at 0.309
* Slowest stage delay, CP at 550 ps
* Gr busiest metal: met2
* WL final at 6.25 mm
* RSZ-0062 raised after global routing: false
* Max-slew headroom at 0.786
* FP Rows at 39
* FF/Latch Area at 0 um^2
* GR Util met1 at 0.167
* First-pass DRT Iterations at 4
* Int Power at 0.00114 W
* Port Buffers at 164
* Combinational fraction of design power at 1.000
* Switching Share at 0.434
* Synthesized instance count at 354
* Cell count in the Yosys report at 354
* Worst vdd ir at 0.265 mV
* Sequential Power Share at 0
* Layout fillers at 1096
* Flip-flops at 0
* Initial antenna violation count at 0
* Cell mode on critical path: fa_1
* GP Congestion at 0.768
* Worst Hold Endpoint: sum[2]
* Clock Buffer Count at 0
* Worst Path Class, Setup: in -> out
## power by group through the flow
stage         Sequential (W)  Clock (W)  Combinational, W
CTS                        0          0           0.00207
global route               0          0           0.00233
finish                     0          0           0.00201
## worst max-delay path by stage
stage / end / slack (ps)
after CTS: sum[16] / 220
final: sum[16] / 350
after global routing: sum[16] / 20
## cells by family (layout without fill, tap and decap cells)
kind of cell / after synthesis / count (layout) / share of synthesized area
compound gates: 30 / 30 / 0.0596
xor+xnor: 7 / 7 / 0.0174
fa+ha+maj: 131 / 131 / 0.707
buf+inv: 160 / 319 / 0.177
simple gates: 26 / 26 / 0.0397
## synthesized netlist by cell type
| cell | instances | share of area |
|---|---|---|
| nand3_1 | 4 | 0.0057 |
| and3_1 | 2 | 0.0035 |
| a22oi_1 | 1 | 0.0021 |
| fa_1 | 114 | 0.65 |
| a21o_2 | 1 | 0.0025 |
| o2111ai_1 | 3 | 0.0074 |
| o21ai_0 | 3 | 0.0043 |
| o311ai_1 | 1 | 0.0025 |
| buf_4 | 4 | 0.0085 |
| a221oi_2 | 1 | 0.0043 |
| a21boi_0 | 1 | 0.0021 |
| xor2_1 | 7 | 0.017 |
| nor2_1 | 6 | 0.0064 |
| nand2b_1 | 2 | 0.0035 |
| ha_1 | 17 | 0.060 |
| nand2_1 | 4 | 0.0043 |
| nor2b_1 | 1 | 0.0018 |
| a21o_1 | 1 | 0.0021 |
| o31ai_1 | 1 | 0.0021 |
| inv_1 | 155 | 0.16 |
| and2_1 | 1 | 0.0018 |
| o211ai_1 | 2 | 0.0043 |
| nand4_1 | 1 | 0.0018 |
| a21oi_1 | 10 | 0.014 |
| nor3_1 | 1 | 0.0014 |
| buf_6 | 1 | 0.0032 |
| nand3b_1 | 1 | 0.0021 |
| o21ai_2 | 1 | 0.0025 |
| o21a_1 | 3 | 0.0064 |
| and4_1 | 3 | 0.0074 |
| a211o_2 | 1 | 0.0028 |
## per-layer routing
layer,vias to the layer above,part of all wire
li1,1302,-
met1,1269,0.41
met2,103,0.49
met3,2,0.096
met4,0,0.0045
met5,-,0
## timing repair
| action | in CTS | in global routing |
|---|---|---|
| hold endpoints to repair | 0 | 0 |
| setup endpoints to repair | 0 | 1 |
| resized | 0 | 1 |
| hold buffers | 0 | 0 |
## critical path, delay by kind of cell
family / cells / cell delay (ps)
compound gates: 3 / 510
simple gates: 1 / 280
xor+xnor: 1 / 140
buf+inv: 6 / 1130
fa+ha+maj: 6 / 2850
## cells in the final DEF, fill, tap and decap left out, types with 3 or more instances in the layout
cell type	count
a21oi_1	10
xor2_1	7
fa_1	114
o21ai_0	3
inv_1	155
o2111ai_1	3
ha_1	17
nor2_1	6
and4_1	3
o21a_1	3
clkdlybuf4s50_1	164
nand3_1	4
nand2_1	4
## through the flow
step                      std cells   util  setup WS, ps  hold slack, ps  cell area, um^2
after floorplan                 354      -          1450            4100             3530
after global placement          656  0.465           320            4990             5310
after detailed placement        656  0.465           234            5000             5310
after CTS                       656  0.465           223            5000             5310
after global routing            656  0.465          24.4            5090             5310
final                           656  0.465           352            4990             5310
## layout make-up
type / instances / area, um^2 / share of cell area
multi-input cells: 194 / 2910 / 0.548
repair buffers: 164 / 1640 / 0.309
inverters: 155 / 582 / 0.110
well taps: 143 / 179 / 0.0337
Power figures rest on the tool's default switching activity, not on a simulated workload.
